### constraint.sdc
current_design tic

set clk_period 5.6
set clk_io_pct 0.2

create_clock -name clk0 -period $clk_period [get_ports {clock}]

set non_clock_inputs [all_inputs -no_clocks]
set_input_delay [expr $clk_period * $clk_io_pct] -clock clk0 $non_clock_inputs
set_output_delay [expr $clk_period * $clk_io_pct] -clock clk0 [all_outputs]
### design.v
module tic(
input clock,
input reset,
input play,
input pc,
input [3:0] computer_position,player_position,
output wire [1:0] pos1,pos2,pos3,pos4,pos5,pos6,pos7,pos8,pos9,
output wire [1:0]who
);
wire [15:0] PC_en;
wire [15:0] PL_en;
wire illegal_move;
wire win;
wire computer_play;
wire player_play;
wire no_space;
position_registers position_reg_unit(
clock,
reset,
illegal_move,
PC_en[8:0],
PL_en[8:0],
pos1,pos2,pos3,pos4,pos5,pos6,pos7,pos8,pos9);
winner_detector win_detect_unit(pos1,pos2,pos3,pos4,pos5,pos6,pos7,pos8,pos9,win,who);
position_decoder pd1(computer_position,computer_play,PC_en);
position_decoder pd2(player_position,player_play,PL_en);
illegal_move_detector imd_unit(
pos1,pos2,pos3,pos4,pos5,pos6,pos7,pos8,pos9,
PC_en[8:0],PL_en[8:0],
illegal_move
);
nospace_detector nsd_unit(
pos1,pos2,pos3,pos4,pos5,pos6,pos7,pos8,pos9,
no_space
);
fsm_controller tic_tac_toe_controller(
clock,
reset,
play,
pc,
illegal_move,
no_space,
win,
computer_play,
player_play
);
endmodule
module position_registers(
input clock,
input reset,
input illegal_move,
input [8:0] PC_en,
input [8:0] PL_en,
output reg[1:0] pos1,pos2,pos3,pos4,pos5,pos6,pos7,pos8,pos9
);
always @(posedge clock or posedge reset)
begin
if(reset)
pos1<= 2'b00;
else begin
if(illegal_move==1'b1)
pos1<= pos1;
else if(PC_en[0]==1'b1)
pos1<=2'b10;
else if (PL_en[0]==1'b1)
pos1<=2'b01;
else
pos1<= pos1;
end
end
always@(posedge clock or posedge reset)
begin
if(reset)
pos2<=2'b00;
else begin
if(illegal_move==1'b1)
pos2<= pos2;
else if(PC_en[1]==1'b1)
pos2<=2'b10;
else if (PL_en[1]==1'b1)
pos2<= 2'b01;
else
pos2<=pos2;
end
end
always@(posedge clock or posedge reset)
begin
if(reset)
pos3<=2'b00;
else begin
if(illegal_move==1'b1)
pos3<= pos3;
else if(PC_en[2]==1'b1)
pos3<=2'b10;
else if (PL_en[2]==1'b1)
pos3<= 2'b01;
else
pos3<=pos3;
end
end
always@(posedge clock or posedge reset)
begin
if(reset)
pos4<=2'b00;
else begin
if(illegal_move==1'b1)
pos4<= pos4;
else if(PC_en[3]==1'b1)
pos4<=2'b10;
else if (PL_en[3]==1'b1)
pos4<= 2'b01;
else
pos4<=pos4;
end
end
always@(posedge clock or posedge reset)
begin
if(reset)
pos5<=2'b00;
else begin
if(illegal_move==1'b1)
pos5<= pos5;
else if(PC_en[4]==1'b1)
pos5<=2'b10;
else if (PL_en[4]==1'b1)
pos5<= 2'b01;
else
pos5<=pos5;
end
end
always@(posedge clock or posedge reset)
begin
if(reset)
pos6<=2'b00;
else begin
if(illegal_move==1'b1)
pos6<= pos6;
else if(PC_en[5]==1'b1)
pos6<=2'b10;
else if (PL_en[5]==1'b1)
pos6<= 2'b01;
else
pos6<=pos6;
end
end
always@(posedge clock or posedge reset)
begin
if(reset)
pos7<=2'b00;
else begin
if(illegal_move==1'b1)
pos7<= pos7;
else if(PC_en[6]==1'b1)
pos7<=2'b10;
else if (PL_en[6]==1'b1)
pos7<= 2'b01;
else
pos7<=pos7;
end
end
always@(posedge clock or posedge reset)
begin
if(reset)
pos8<=2'b00;
else begin
if(illegal_move==1'b1)
pos8<= pos8;
else if(PC_en[7]==1'b1)
pos8<=2'b10;
else if (PL_en[7]==1'b1)
pos8<= 2'b01;
else
pos8<=pos8;
end
end
always@(posedge clock or posedge reset)
begin
if(reset)
pos9<=2'b00;
else begin
if(illegal_move==1'b1)
pos9<= pos9;
else if(PC_en[8]==1'b1)
pos9<=2'b10;
else if (PL_en[8]==1'b1)
pos9<= 2'b01;
else
pos9<=pos9;
end
end
endmodule
module fsm_controller(
input clock,
input reset, play,pc,illegal_move, no_space, win,
output reg computer_play,player_play
);
parameter IDLE=2'b00;
parameter PLAYER=2'b01;
parameter COMPUTER=2'b10;
parameter GAME_DONE=2'b11;
reg[1:0] current_state,next_state;
always @(posedge clock or posedge reset)
begin
if(reset)
current_state<= IDLE;
else
current_state<= next_state;
end
always @(*)
begin
case(current_state)
IDLE:begin
if(reset==1'b0 && play==1'b1)
next_state<= PLAYER;
else
next_state<= IDLE;
player_play<=1'b0;
computer_play<=1'b0;
end
PLAYER:begin
player_play<=1'b1;
computer_play<=1'b0;
if(illegal_move==1'b0)
next_state<=COMPUTER;
else
next_state<=IDLE;
end
COMPUTER:begin
player_play<=1'b0;
if(pc==1'b0) begin
next_state<= COMPUTER;
computer_play<=1'b0;
end
else if(win==1'b0 && no_space==1'b0)
begin
next_state<=IDLE;
computer_play<=1'b1;
end
else if(no_space==1 || win==1'b1)
begin
next_state<=GAME_DONE;
computer_play<=1'b1;
end
end
GAME_DONE:begin
player_play<=1'b0;
computer_play<=1'b0;
if(reset==1'b1)
next_state<=IDLE;
else
next_state<=GAME_DONE;
end
default:next_state<=IDLE;
endcase
end
endmodule
module nospace_detector(
input [1:0] pos1,pos2,pos3,pos4,pos5,pos6,pos7,pos8,pos9,
output wire no_space
);
wire temp1,temp2,temp3,temp4,temp5,temp6,temp7,temp8,temp9;
assign temp1 = pos1[1] | pos1[0];
assign temp2 = pos2[1] | pos2[0];
assign temp3 = pos3[1] | pos3[0];
assign temp4 = pos4[1] | pos4[0];
assign temp5 = pos5[1] | pos5[0];
assign temp6 = pos6[1] | pos6[0];
assign temp7 = pos7[1] | pos7[0];
assign temp8 = pos8[1] | pos8[0];
assign temp9 = pos9[1] | pos9[0];
assign no_space =  ((((((((temp1 & temp2) & temp3) & temp4) & temp5) & temp6) & temp7) & temp8) & temp9);
endmodule
module illegal_move_detector(
input [1:0] pos1,pos2,pos3,pos4,pos5,pos6,pos7,pos8,pos9,
input [8:0] PC_en,PL_en,
output wire illegal_move
);
wire temp1,temp2,temp3,temp4,temp5,temp6,temp7,temp8,temp9;
wire temp11,temp12,temp13,temp14,temp15,temp16,temp17,temp18,temp19;
wire temp21,temp22;
assign temp1 = (pos1[1] | pos1[0]) & PL_en[0];
assign temp2 = (pos2[1] | pos2[0]) & PL_en[1];
assign temp3 = (pos3[1] | pos3[0]) & PL_en[2];
assign temp4 = (pos4[1] | pos4[0]) & PL_en[3];
assign temp5 = (pos5[1] | pos5[0]) & PL_en[4];
assign temp6 = (pos6[1] | pos6[0]) & PL_en[5];
assign temp7 = (pos7[1] | pos7[0]) & PL_en[6];
assign temp8 = (pos8[1] | pos8[0]) & PL_en[7];
assign temp9 = (pos9[1] | pos9[0]) & PL_en[8];
assign temp11 = (pos1[1] | pos1[0]) & PL_en[0];
assign temp12 = (pos2[1] | pos2[0]) & PL_en[1];
assign temp13 = (pos3[1] | pos3[0]) & PL_en[2];
assign temp14 = (pos4[1] | pos4[0]) & PL_en[3];
assign temp15 = (pos5[1] | pos5[0]) & PL_en[4];
assign temp16 = (pos6[1] | pos6[0]) & PL_en[5];
assign temp17 = (pos7[1] | pos7[0]) & PL_en[6];
assign temp18 = (pos8[1] | pos8[0]) & PL_en[7];
assign temp19 = (pos9[1] | pos9[0]) & PL_en[8];
assign temp21 = ((((((((temp1 | temp2) | temp3) | temp4) | temp5) | temp6) | temp7) | temp8) | temp9);
assign temp22 = ((((((((temp11 | temp12) | temp13) | temp14) | temp15) | temp16) | temp17) | temp18) | temp19);
assign illegal_move = temp21 | temp22 ;
endmodule
module position_decoder(input[3:0] in, input enable, output wire [15:0] out_en);
reg[15:0] temp1;
assign out_en = (enable==1'b1)?temp1:16'd0;
always @(*)
begin
case(in)
4'd0: temp1 <= 16'b0000000000000001;
4'd1: temp1 <= 16'b0000000000000010;
4'd2: temp1 <= 16'b0000000000000100;
4'd3: temp1 <= 16'b0000000000001000;
4'd4: temp1 <= 16'b0000000000010000;
4'd5: temp1 <= 16'b0000000000100000;
4'd6: temp1 <= 16'b0000000001000000;
4'd7: temp1 <= 16'b0000000010000000;
4'd8: temp1 <= 16'b0000000100000000;
4'd9: temp1 <= 16'b0000001000000000;
4'd10: temp1 <=16'b0000010000000000;
4'd11: temp1 <=16'b0000100000000000;
4'd12: temp1 <=16'b0001000000000000;
4'd13: temp1 <=16'b0010000000000000;
4'd14: temp1 <=16'b0100000000000000;
4'd15: temp1 <=16'b1000000000000000;
default: temp1<=16'b0000000000000001;
endcase
end
endmodule
module winner_detector(input [1:0] pos1,pos2,pos3,pos4,pos5,pos6,pos7,pos8,pos9,output wire winner, output wire [1:0]who);
wire win1,win2,win3,win4,win5,win6,win7,win8;
wire [1:0] who1,who2,who3,who4,who5,who6,who7,who8;
winner_detect_3 u1(pos1,pos2,pos3,win1,who1);
winner_detect_3 u2(pos4,pos5,pos6,win2,who2);
winner_detect_3 u3(pos7,pos8,pos9,win3,who3);
winner_detect_3 u4(pos1,pos4,pos7,win4,who4);
winner_detect_3 u5(pos2,pos5,pos8,win5,who5);
winner_detect_3 u6(pos3,pos6,pos9,win6,who6);
winner_detect_3 u7(pos1,pos5,pos9,win7,who7);
winner_detect_3 u8(pos3,pos5,pos6,win8,who8);
assign winner=((((((( win1 |win2) | win3) | win4) |win5) |win6) | win7) | win8);
assign who = ((((((( who1 | who2) | who3) | who4) | who5) | who6) | who7) | who8);
endmodule
module winner_detect_3(input [1:0] pos0,pos1,pos2, output wire winner, output wire [1:0] who);
wire [1:0] temp0, temp1, temp2;
wire temp3;
assign temp0[1]= !(pos0[1]^pos1[1]);
assign temp0[0]= !(pos0[0]^pos1[0]);
assign temp1[1]= !(pos2[1]^pos1[1]);
assign temp1[0]= !(pos2[0]^pos1[0]);
assign temp2[1]= temp0[1] & temp1[1];
assign temp2[0]= temp0[0] & temp1[0];
assign temp3= pos0[1] | pos0[0];
assign winner = temp3 & temp2[1] & temp2[0];
assign who[1] = winner & pos0[1];
assign who[0] = winner & pos0[0];
endmodule
### config.mk
export PLATFORM = sky130hd
export DESIGN_NAME = tic
export DESIGN_NICKNAME = tic
export VERILOG_FILES = /design/flow/design.v
export SDC_FILE = /design/flow/constraint.sdc
export NUM_CORES = 4
export LEC_CHECK = 1
export CORE_UTILIZATION = 30
### run.sh
#!/bin/bash
# OpenROAD 26Q1-2900-gdf79404cd8, Yosys 0.63+post, stock flow scripts
make -C /OpenROAD-flow-scripts/flow DESIGN_CONFIG=/design/flow/config.mk WORK_HOME=/design/flow/orfs finish
==> flow_summary.toml <==
# generated from flow reports
[status]
status = "finished clean"

[route]
dr.pass1.iters = 4
avgRoutedWirePerCell_um = 16.2
num_vias = 1442
vias_per_cell = 5.79
antenna_left = 0
antenna_cells = 0
wirelength_um = 4030
drt-initial-drc-count = 138
drc_errors = 0

[critical_path]
crit_fanout = 8
crit_path_cell_trace = "or3_2 > a22oi_1 > o22ai_1 > nand3_1 > a221o_1 > clkdlybuf4s50_1"
cp_slowest_cell = "or3_2"
reg2reg_to = "tic_tac_toe_controller.current_state[0]"
end_kind = "output port"
critPathMaxStageDelay_ns = 0.50
endpoint = "who[0]"
cp.required_ns = 4.48
start_kind = "flip-flop"
startpoint = "position_reg_unit.pos7[0]"
r2r_cells = 7
arrival_ns = 2.29
reg2reg_setup_slack_ns = 3.09
critPathKind = "reg2out"
reg2reg_from = "position_reg_unit.pos3[0]"

[clock_tree]
clock_path_buffers = 2
h-tree-depth = 1
cts_resized = 0
cts_tree = "yes"
clk_pin_slew_worst_paths_ns = 0.08
cts_root_buffer = "clkbuf_8"
postCtsSetupBuffers = 0
numCtsBuffers = 3
clk_latency_ns = 0.26
cts_hold_buffers = 0

[power]
p_comb_share_pct = 28.9
p_leak_nw = 0.778
power_density_nw_per_um2 = 286
p_total_uw = 529
p_seq_share_pct = 43.8
max-vdd-ir-drop_mv = 0.157
switching_share_pct = 31.3
pwr-share-clk_pct = 27.3
p_int_uw = 363
p_switching_uw = 166

[floorplan]
core_area_sq_um = 4500
fp_util_pct = 32.2
rows = 24
die_w_um = 71.6
fp.dieH_um = 71.6
die_area_sq_um = 5120
io_pins = 32

[synth]
yosys_warnings = 3
synthesis.instances = 174
syn_area_sq_um = 1450
synth_cell_type_count = 41
yosys_area_sq_um = 1450
ff_type = "dfrtp_1"
async_flop_share_pct = 87.0
ys_cells = 174
edf_count = 0
synth_area_per_cell_sq_um = 8.34
ys.flops = 23

[global_routing]
grt_max_degree = 21
grt_pass1_wl_um = 6610
overflow = 0
grt_pass1_vias = 1275
antenna_found_initial = 0
grtUsageTotal_pct = 17.0

[run]
warnings = 25
maxCapViolCount = 0

[sta]
tightest_slew_ns = 0.847
maxSlewHeadroom_pct = 42.1
period_used_pct = 60.9
max_freq_ghz = 0.293
report.final.hold_viol_count = 0
unclocked_pins = 3
finalSetupTns_ns = 0
setup_viol = 0
fin_skew_ns = 0.00127
maxSlewViolCount = 0
untimed_endpoints = 3
min_period_ns = 3.41
rsz0062_at_grt = "no"

[layout]
drive_gt1_share_pct = 6.60
syn_to_final_growth_pct = 27.3
layout.cells.most_common = "clkdlybuf4s50_1"
lay_top_cells = "clkdlybuf4s50_1 (31), dfrtp_1 (20), nor3_1 (14), nand3_1 (13), nor2_1 (12)"

[min_path]
worstHoldStart = "position_reg_unit.pos7[1]"
min_path_type = "reg2reg"

[placement]
port_buffers = 31
gp_congestion = 0.849
hpwl_um = 2940
## cells in the mapped netlist (3+ instances only)
master	instances	area, sq um
a21o_1	6	45.0
a21oi_1	7	35.0
a2bb2oi_1	5	43.8
a31o_2	4	35.0
and3_1	5	31.3
buf_2	4	20.0
clkbuf_1	10	37.5
dfrtp_1	20	500
dlxtn_1	3	45.0
inv_1	4	15.0
nand2_1	7	26.3
nand2b_1	3	18.8
nand3_1	13	65.1
nor2_1	12	45.0
nor2b_1	5	31.3
nor3_1	14	70.1
nor3b_1	3	22.5
nor4_1	3	18.8
o21ai_0	6	30.0
o22ai_1	4	25.0
or3_1	8	50.1
## power by group through the flow
stage     Sequential [mW]  Clock (mW)  Combinational [mW]
6_report            0.232       0.145               0.153
5_1_grt             0.239       0.153               0.169
4_1_cts             0.231       0.147               0.154
## how the worst min path moves through the flow
stage,depth (start not counted),slack (ns),endpoint
5_1_grt,1,0.67,position_reg_unit.pos7[1]
4_1_cts,1,0.65,position_reg_unit.pos7[1]
6_report,1,0.64,position_reg_unit.pos7[1]
## metal layers
metal | vias to the layer above | share of wire [%] | global-route usage (%) | routed length [um]
met5 | - | 0 | 0 | 0
met4 | 0 | 2.3 | 3.27 | 93
met3 | 11 | 4.2 | 1.57 | 171
met2 | 48 | 43 | 25.3 | 1750
met1 | 669 | 50 | 28.3 | 2020
li1 | 714 | - | - | -
## critical path, delay by kind of cell, from the launching register on
| family | cells | cell delay, ns |
|---|---|---|
| buffers and inverters | 1 | 0.45 |
| AOI/OAI and AO/OA | 3 | 0.47 |
| DFF | 1 | 0.48 |
| and+or+nand+nor | 2 | 0.64 |
## area by class of cell
class                           instances  area [sq um]
Inverter                                4          15.0
Clock buffer                            3          41.3
Sequential cell                        23           546
Multi-Input combinational cell        135           841
Tap cell                               52          65.1
Timing Repair Buffer                   31           310
Clock inverter                          1          30.0
Fill cell                             461          2660
## metrics by stage
stage                     cells  cell area (sq um)  hold WS, ns  setup WS (ns)  util, %
after floorplan             176               1460        0.515           2.82        -
after global placement      245               1780        0.629           2.04     39.4
after detailed placement    245               1780        0.631           2.01     39.4
after CTS                   249               1850        0.646           2.17     41.0
after global routing        249               1850        0.674           2.01     41.0
final                       249               1850        0.644           2.19     41.0
## cells by family after synthesis
group                  synth area share (%)
multiplexers                           1.55
flip-flops                             34.5
AND-OR/OR-AND                          23.8
other                                 0.258
AND/OR/NAND/NOR                        31.8
latches                                3.10
buffers and inverters                  5.00
Power and IR drop assume default switching activity.
